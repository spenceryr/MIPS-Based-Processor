==> flow/design.v <==
module IF(
  input Branch_abs,		       
  input Branch_rel_z,		   
  input Branch_rel_nz,
  input ALU_zero,			   
  input [15:0] Target,		   
  input Init,				   
  input CLK,				   
  output logic[15:0] PC,		   
  output logic DONE
  );
  logic p1_start = 0, p2_start = 0, p3_start = 0;
  always_ff @(posedge CLK)	   
	if(Init) begin
      DONE <= '0;
      if (~p1_start) begin
        PC <= 'd66;
        p1_start <= '1;
      end
      else if (~p2_start) begin
        PC <= 'd299;
        p2_start <= '1;
      end
      else begin
        PC <= 'd609;
        p3_start <= '1;
      end
  end
	else if((PC == 'd299 & ~p2_start) | (PC == 'd609 & ~p3_start) | (PC == 'd772))
	  DONE <= '1;
	else if(Branch_abs)	       
	  PC <= Target;
	else if(Branch_rel_z && ALU_zero)  
	  PC <= Target + PC;
   else if(Branch_rel_nz && ~ALU_zero)
      PC <= Target + PC;
	else
	  PC <= PC+'d1;		       
endmodule
==> flow/run.sh <==
#!/bin/bash
# OpenROAD 26Q1-2900-gdf79404cd8, Yosys 0.63+post, stock flow scripts
make -C /OpenROAD-flow-scripts/flow DESIGN_CONFIG=/design/flow/config.mk WORK_HOME=/design/flow/orfs finish
==> flow/config.mk <==
export PLATFORM = sky130hd
export DESIGN_NAME = IF
export DESIGN_NICKNAME = IF
export VERILOG_FILES = /design/flow/design.v
export SDC_FILE = /design/flow/constraint.sdc
export NUM_CORES = 4
export LEC_CHECK = 1
export CORE_UTILIZATION = 30
==> flow/constraint.sdc <==
current_design IF

set clk_period 5.0
set clk_io_pct 0.2

create_clock -name clk0 -period $clk_period [get_ports {CLK}]

set non_clock_inputs [all_inputs -no_clocks]
set_input_delay [expr $clk_period * $clk_io_pct] -clock clk0 $non_clock_inputs
set_output_delay [expr $clk_period * $clk_io_pct] -clock clk0 [all_outputs]
==> impl_metrics.json <==
{
  "status": "completed",
  "antenna_cells": 0,
  "worstPathCellList": "clkdlybuf4s50_1, ha_1, inv_1, fa_1, and2b_1, o211ai_1, a31oi_1, a41oi_1, xnor2_1, a211oi_1, nor3_1",
  "finish.utilization": 0.386,
  "logic_area_sq_mm": 0.00143,
  "h-tree-depth": 1,
  "core-area_sq_mm": 0.00676,
  "die_h_um": 85.6,
  "warnings": 27,
  "end_kind": "register",
  "finClkSkew_ns": 0.00767,
  "clockBufferDepth": 2,
  "num_rows": 30,
  "cts_resized": 0,
  "drc": 0,
  "portBuffers": 38,
  "ys_chip_area_sq_mm": 0.00210,
  "wl_um": 5790,
  "r2r_end": "PC[10]$_SDFFCE_PP0P_",
  "n_fill_cell": 694,
  "seqCellArea_sq_um": 591,
  "synth_cell_types": 52,
  "grt_pass1_wl_um": 9380,
  "synth_top_cell_by_area": "edfxtp_1",
  "final_area_sq_mm": 0.00261,
  "grt_pass1_vias": 1808,
  "root_buffer": "clkbuf_8",
  "clk_latency_ns": 0.26,
  "critPathRequiredTime_ns": 5.01,
  "antenna_left": 0,
  "maxSlewHeadroom": 0.496,
  "syn_inst": 248,
  "drt-vias-per-instance": 5.49,
  "cts_setup_buffers": 0,
  "p_leak_nw": 0.999,
  "edf_count": 19,
  "start_kind": "input pin",
  "setup_viol": 0,
  "clk_pin_slew_ns": 0.08,
  "vias": 2005,
  "die_x_um": 85.6,
  "min-delay-start": "DONE$_SDFFE_PP0N_",
  "ys_seq_share": 0.281,
  "hold_viol": 0,
  "critPathArrivalTime_ns": 3.53,
  "rsz0062_at_grt": "no",
  "topCellsByArea": "edfxtp_1 27%, ha_1 11%, xnor2_1 7.9%",
  "holdPathEnd": "DONE$_SDFFE_PP0N_",
  "clock_sink_count": 20,
  "synthArstFlopShare": 0,
  "gp_congestion": 0.859,
  "ff_type": "edfxtp_1",
  "r2r-start": "PC[0]$_DFFE_PP_",
  "numCtsBuffers": 3,
  "syn_area_sq_mm": 0.00210,
  "areaGrowthSynthToFinish_pct": 24.4,
  "antenna_found_initial": 0,
  "drive_gt1_frac": 0.0561,
  "synth-seq-cells": 20,
  "ys_cells": 248,
  "place_hpwl_um": 4370,
  "grt_max_degree": 24,
  "core_util_floorplan": 0.311,
  "holdCritPathClass": "reg -> reg",
  "cp_slowest_stage_delay_ns": 0.48,
  "yosysWarnings": 1,
  "tns_ns": 0,
  "die_area_sq_mm": 0.00733,
  "most_common_cell": "a21oi_1",
  "initialDrtViolationCount": 146,
  "worstMarginPinSlew_ns": 0.750,
  "hold_buffers": 0,
  "track_usage": 0.166,
  "first_pass_iters": 4,
  "cp_max_fo": 4,
  "period_minus_slack_ns": 3.52,
  "boundaryPins": 39,
  "final_max_slew_viol_count": 0,
  "gr-total-overflow": 0,
  "netlist.area_leader.share": 0.272,
  "crit_slowest_cell": "clkdlybuf4s50_1",
  "min_period_over_period": 0.705,
  "worstSetupPathType": "in -> reg",
  "place_area_sq_mm": 0.00256,
  "syn_avg_cell_area_sq_um": 8.46,
  "timing.max_cap.violations": 0,
  "power.density_mw_per_mm2": 235,
  "rrSetupSlack_ns": 2.19,
  "wl_per_cell_um": 15.9,
  "synthTopCellsByCount": "26 x a21oi_1, 19 x edfxtp_1, 19 x nand2_1, 19 x nor2_1, 19 x xnor2_1",
  "hold_path_depth": 2,
  "tritoncts": "done",
  "irDropWorstVdd_mv": 0.0761,
  "max_freq_ghz": 0.284,
  "ff2ff_path_depth": 10
}
critical path, delay by kind of cell:
family	cells	cell delay [ns]
adders and majority gates	2	0.61
and+or+nand+nor	2	0.30
xor gates and xnor gates	1	0.18
buffers and inverters	2	0.55
AOI/OAI and AO/OA	4	0.90
layer usage:
metal  part of all wire  GRT usage
met5                  0          0
met4              0.013     0.0227
met3              0.038     0.0107
met2               0.43      0.239
met1               0.52      0.286
cells in the final DEF, fill, tap and decap left out, drive strengths merged, types with 2 or more instances in the layout:
cell type and n:
and4 3, a211oi 7, or4 2, o21ai 17
clkdlybuf4s50 38, xnor2 19, nor2b 2, xor2 7
a221oi 3, nor4b 2, and2b 2, nand2 19
clkbuf 3, buf 4, o211ai 4, edfxtp 19
nand4 3, mux2i 3, a31oi 4, a22oi 3
nor3 8, nand3 7, conb 3, nand2b 4
nor2 19, a21oi 28, a21o 4, and3 4
inv 10, ha 18
cell families after synthesis:
group           share of synthesized area
buf+inv                            0.0423
xor+xnor                            0.109
flops                               0.281
compound gates                      0.232
fa+ha+maj                           0.117
simple gates                        0.197
mux                                0.0197
other cells                       0.00179
state kept, by name, summed over array words and instances (netlist names):
register and count:
PC 16, p2_start 1, p1_start 1, DONE 1
p3_start 1
per-stage QoR:
step	hold WS [ns]	std cells	setup WS, ns	power [W]
floorplan	0.430	250	1.97	0.000408
global placement	0.460	361	1.25	0.000501
detailed placement	0.474	361	1.21	0.000500
CTS	0.492	365	1.46	0.000616
global route	0.513	365	1.28	0.000659
finish	0.486	365	1.48	0.000614
where the power goes:
part	leakage (nW)	switching, W	internal (W)
logic	0.759	0.000128	0.000135
clock network	0.0231	0.0000602	0.0000548
registers	0.216	0.0000322	0.000203
total	0.999	0.000221	0.000393
area by class of cell:
class                   instances  area share
clock buffers                   3      0.0158
clock inverters                 1     0.00144
inverters                      10      0.0144
well taps                      80      0.0384
repair buffers                 42       0.157
flip-flops and latches         20       0.226
multi-input cells             209       0.547
worst max path at each step:
stage             start              endpoint  slack (ns)  cells past startpoint
CTS           Target[0]  PC[10]$_SDFFCE_PP0P_        1.46                     11
global route  Target[0]  PC[10]$_SDFFCE_PP0P_        1.28                     11
finish        Target[0]  PC[10]$_SDFFCE_PP0P_        1.48                     11
Power figures rest on the tool's default switching activity, not on a simulated workload.

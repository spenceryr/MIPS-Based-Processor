**design/flow/constraint.sdc**
```tcl
current_design reg_file

set clk_period 3.4
set clk_io_pct 0.2

create_clock -name clk0 -period $clk_period [get_ports {CLK}]

set non_clock_inputs [all_inputs -no_clocks]
set_input_delay [expr $clk_period * $clk_io_pct] -clock clk0 $non_clock_inputs
set_output_delay [expr $clk_period * $clk_io_pct] -clock clk0 [all_outputs]
```
**design/flow/config.mk**
```make
export PLATFORM = sky130hd
export DESIGN_NAME = reg_file
export DESIGN_NICKNAME = reg_file
export VERILOG_FILES = /design/flow/design.v
export SDC_FILE = /design/flow/constraint.sdc
export NUM_CORES = 4
export LEC_CHECK = 1
export CORE_UTILIZATION = 40
```
**design/flow/design.v**
```verilog
module reg_file #(parameter W=8, D=3)(		  
  input           CLK,
                  reset,
                  write_en,
  input  [ D-1:0] raddrA,
                  raddrB,
                  waddr,
  input  [ W-1:0] data_in,
  output [ W-1:0] data_outA,
  output [W-1:0] data_outB
    );
logic [W-1:0] registers[2**D];	   
assign data_outA = registers[raddrA];	  
assign data_outB = registers[raddrB];                
always_ff @ (posedge CLK)
  if (reset)
    for(int i=0;i<2**D;i++)
        registers[i] = '0;
  else if (write_en)	                              
    registers[waddr] <= data_in;
endmodule
```
**design/flow/run.sh**
```bash
#!/bin/bash
# OpenROAD 26Q1-2900-gdf79404cd8, Yosys 0.63+post, stock flow scripts
make -C /OpenROAD-flow-scripts/flow DESIGN_CONFIG=/design/flow/config.mk WORK_HOME=/design/flow/orfs finish
```
==> ci_impl_report.md <==
## PnR job results

| Metric | Value |
|---|---|
| Status | `finished, final reports clean` |
| CP Capture Type | `output pin` |
| Postcts setup bufs | `0` |
| Synth warnings | `1` |
| RSZ-0062 raised after global routing | `no` |
| HP Class | `in -> reg` |
| Core footprint | `8380 sq um` |
| Max incr delay on CP | `0.56 ns` |
| Worst-path fanout max | `16` |
| Top cells excl fill/tap | `nor3_1 (64), edfxtp_1 (64), clkdlybuf4s50_1 (34)` |
| DR vias | `2233` |
| Clk buf depth | `2` |
| Area grow syn2layout | `20.2%` |
| Synth Seq Share | `0.542` |
| ANT nets after route | `0` |
| MaxCap Viol Count | `0` |
| Initial antenna violation count | `0` |
| Synth cell types | `17` |
| Area after DPL | `4090 sq um` |
| CP startpoint kind | `primary input` |
| # DRC | `0` |
| Top non-seq family | `multiplexers` |
| Top reg by flops | `registers` |
| Port bufs | `35` |
| CTS tree | `done` |
| FMAX | `300 MHz` |
| Num CTS Buffers | `9` |
| Post-Syn Instances | `222` |
| Post-Synth Simple-Gate Area | `0.101` |
| Hold Fails Final Rpt | `0` |
| Mapped cell area | `3540 sq um` |
| Post-DP HPWL | `5400 microns` |
| Slowest stage cell on the critical path | `mux4_1` |
| Mean Syn Cell Area | `16.0 sq um` |
| Ports | `36` |
| Fin Setup TNS | `0 ns` |
| Hold path start | `data_in[0]` |
| Initial Util | `0.423` |
| Clk sinks | `64` |
| Max Transition Viols Final | `0` |
| First-pass GRT wire length | `12500 microns` |
| FP Rows | `33` |
| Routed len/inst | `22.0 microns` |
| Overall Global Routing Usage | `0.209` |
| Static Leak | `1.43 nW` |
| Mux area share | `0.285` |
| Total gr overflow | `0` |
| Drt total wl | `8280 microns` |
| Clock transition at path regs | `0.07 ns` |
| Worst-margin pin slew | `0.576 ns` |
| Pin count of the biggest net entering global routing | `25` |
| H-tree levels | `3` |
| VDD IR max | `0.205 mV` |
| Max reg flops | `64` |
| Yosys Instances | `222` |
| Die X | `96.1 microns` |
| Die height | `96.1 microns` |
| Finished Core Util | `0.508` |
| Fraction of layout cells with a size suffix above 1 | `0.210` |
| Final setup viols | `0` |
| Fin crit share | `0.981` |
| Synth Area in XOR/XNOR | `0` |
| ANT cells | `0` |
| Ys flops | `64` |
| Worst hold stages | `3` |
| Design area | `4260 sq um` |
| Total power density per cell area | `415 nW/um^2` |
| Crit path kind | `in -> out` |
| Vias/cell | `5.92` |
| First-iteration detailed-routing DRC count | `118` |
| Yosys adder share | `0` |
| Min Tclk post-route | `3.34 ns` |
| Complex-gate fraction of the synthesized area | `0.0169` |
| Die footprint | `9240 sq um` |
| Arrival @ worst endpoint | `2.66 ns` |
| Vias in the first global route | `2313` |
| Top flop regs | `registers (64)` |
| Hold Path End | `registers[0][0]$_SDFFCE_PN0P_` |
| Final GP Congestion | `0.785` |
| Tot Pwr | `0.00177 W` |
| Pre-Repair DR Iteration Count | `4` |
| Max-Slew Margin vs Limit | `0.616` |
| Critical Path RT | `2.72 ns` |
| Count of tool warnings | `25` |
| Most used cell along the critical path | `clkdlybuf4s50_1` |
| Clock root cell | `clkbuf_8` |
| Yosys Chip Area | `3540 sq um` |
| CP cell instances | `clkdlybuf4s50_1, buf_12, mux4_1, mux2_2, clkdlybuf4s50_1` |
[final cells by class]
type / count / area, sq um
clock buffers: 9 / 124
repair buffers: 59 / 601
clock inverters: 6 / 27.5
inverters: 8 / 30.0
multi-input cells: 126 / 1430
fillers: 706 / 4120
flip-flops and latches: 64 / 1920
well taps: 105 / 131
[worst max-delay path: cells and delay by family]
family	cells	cell delay, ns
buffers and inverters	3	1.11
multiplexers	2	0.86
[Yosys cell counts]
| cell type | n | area (sq um) |
|---|---|---|
| clkinv_1 | 8 | 30.0 |
| buf_2 | 3 | 15.0 |
| buf_1 | 4 | 15.0 |
| mux2_2 | 16 | 180 |
| mux4_1 | 29 | 762 |
| nand3b_1 | 1 | 7.51 |
| nand2_1 | 1 | 3.75 |
| nor3_1 | 64 | 320 |
| clkbuf_1 | 10 | 37.5 |
| buf_12 | 2 | 40.0 |
| edfxtp_1 | 64 | 1920 |
| buf_6 | 5 | 56.3 |
| or2_2 | 1 | 6.26 |
| o21bai_1 | 8 | 60.1 |
| nand2b_1 | 2 | 12.5 |
| or3b_2 | 1 | 8.76 |
| mux4_2 | 3 | 67.6 |
[metrics by stage]
step                std cells  setup slack [ns]  hold WS (ns)
detailed placement        361            0.0430          1.47
global placement          361            0.0328          1.47
global route              377           0.00958          1.14
floorplan                 222              1.03          1.01
finish                    377            0.0649          1.12
CTS                       376            0.0345          1.11
[routing by layer]
| layer | routed length [microns] | global-route usage |
|---|---|---|
| met2 | 3960 | 0.317 |
| met4 | 173 | 0.0423 |
| met1 | 3250 | 0.296 |
| met3 | 893 | 0.103 |
| met5 | 0 | 0 |
[report_power, final]
group | internal (W) | switching [W] | total [W]
registers | 0.000918 | 0.0000207 | 0.000938
logic | 0.000178 | 0.000122 | 0.000300
clock network | 0.000249 | 0.000279 | 0.000527
total | 0.00134 | 0.000421 | 0.00177
[repair_timing]
| action | 4_1_cts | 5_1_grt |
|---|---|---|
| gates resized | 0 | 2 |
| setup endpoints to repair | 0 | 4 |
| hold endpoints to repair | 0 | 0 |
| hold buffers | 0 | 0 |
[worst max path at each step]
stage                     endpoint      start
final                 data_outA[4]  raddrA[0]
after global routing  data_outA[4]  raddrA[0]
after CTS             data_outA[5]  raddrA[0]
[cell families after synthesis]
kind of cell,count (synthesis)
AND/OR/NAND/NOR,70
multiplexers,48
AND-OR/OR-AND,8
buffers and inverters,32
flip-flops,64
Power is estimated from default activity; no workload was simulated.

$ cat design.v
module data_mem(
  input              CLK,
  input [7:0]        DataAddress,
  input              ReadMem,
  input              WriteMem,
  input [7:0]        DataIn,
  output logic[7:0]  DataOut);
  logic [7:0] core[256];
  always_comb                      
    if(ReadMem) begin
      DataOut = core[DataAddress];
    end
    else
      DataOut = 'bZ;            
  always_ff @ (posedge CLK)		  
	if(WriteMem) begin
      core[DataAddress] <= DataIn;
    end
endmodule
$ cat run.sh
#!/bin/bash
# OpenROAD 26Q1-2900-gdf79404cd8, Yosys 0.63+post, stock flow scripts
make -C /OpenROAD-flow-scripts/flow DESIGN_CONFIG=/design/flow/config.mk WORK_HOME=/design/flow/orfs finish
$ cat config.mk
export PLATFORM = sky130hd
export DESIGN_NAME = data_mem
export DESIGN_NICKNAME = data_mem
export VERILOG_FILES = /design/flow/design.v
export SDC_FILE = /design/flow/constraint.sdc
export NUM_CORES = 4
export LEC_CHECK = 1
export CORE_UTILIZATION = 40
$ cat constraint.sdc
current_design data_mem

set clk_period 17.5
set clk_io_pct 0.2

create_clock -name clk0 -period $clk_period [get_ports {CLK}]

set non_clock_inputs [all_inputs -no_clocks]
set_input_delay [expr $clk_period * $clk_io_pct] -clock clk0 $non_clock_inputs
set_output_delay [expr $clk_period * $clk_io_pct] -clock clk0 [all_outputs]
==> metrics.csv <==
stage,metric,value,unit
floorplan,initCoreUtil,0.402,
sta,fin_crit_sh,0.684,
clocking,cts.reportedPaths.clkPinSlew,0.06,ns
setup_path,critPathRequiredTime,14.00,ns
floorplan,die_y,445,um
min_path,hp-start,DataIn[2],
setup_path,slowest_stage,buf_4,
power,finalPower,9980,uW
grt,grt_pass1_wl,270000,um
synth,yosysChipArea,78300,sq um
grt,grt_max_degree,140,
setup_path,setup.worst_path.class,input pin to primary output,
setup_path,critPathMaxFanout,65,
setup_path,startpoint_type,input pin,
clocking,cts_buffer_depth,3,
grt,grtUsageMet1,0.271,
setup_path,crit_top_cell,buf_4,
cells_and_area,final_common_cell,edfxtp_1,
cells_and_area,drive_gt1_frac,0.249,
sta,fin_setup_tns,0,ns
sta,maxSlewHeadroom,0.222,
grt,busiest_layer,met2,
placement,placed_cell_area,82100,sq um
sta,rsz0062_at_grt,false,
detailed_routing,ant_nets,0,
power,ir_drop,0.0770,mV
setup_path,critPathCaptureType,primary output,
floorplan,die_x,445,um
cells_and_area,final_util,0.454,
power,power.density,113,nW/um^2
floorplan,core_area,195000,sq um
clocking,cts_tree,yes,
job,drv_cap,0,
min_path,hold_path_depth,1,
synth,syn_area,78300,sq um
synth,yosysWarnings,2,
synth,syn_inst,3539,
setup_path,cp_data_arrival_time,8.47,ns
placement,io_buffers,25,
sta,timing.fmax,0.0836,GHz
synth,ys_seq_elements,2048,
min_path,hold_class,input pin to flop,
floorplan,num_rows,162,
grt,grt_pass1_vias,40600,
sta,report.final.slew_viol_count,0,
min_path,hold_end,core[90][2]$_DFFE_PP_,
grt,grt_util_met2,0.306,
clocking,cts.repair.resized,0,
sta,worstMarginPinSlew,1.15,ns
grt,grt_overflow_total,0,
detailed_routing,viasPerCell,5.60,
clocking,h-tree-depth,4,
cells_and_area,largest_register_ff_count,2048,
cells_and_area,layout_top_cells,"edfxtp_1 (2048), mux4_2 (512), a22oi_1 (256), nor2_1 (231), clkbuf_16 (208)",
cells_and_area,fin_area,88400,sq um
placement,gp_congestion,0.865,
setup_path,slowest_delay,0.66,ns
setup_path,crit_buf_inv,5,
synth,postSynthSeqShare,0.785,
grt,antenna_found_initial,2,
setup_path,critPathTopFamily,buffers and inverters,
floorplan,io_pins,27,
sta,period_minus_slack,11.97,ns
job,warnings,36,
power,leakage,0.0266,uW
detailed_routing,firstDrtPassIters,5,
detailed_routing,wl_per_cell,28.2,um
detailed_routing,routed_wl,183000,um
synth,synth_cell_type_count,21,
setup_path,worstPathCellList,"buf_8, buf_12, buf_4, buf_4, mux4_2, a22oi_1, a21oi_1, o41ai_1, nand4_1, clkdlybuf4s50_1",
placement,hpwlAfterDp,108000,um
clocking,cts_hold_buf,0,
run_status,status,completed,
sta,setup_viol,0,
detailed_routing,routed-via-count,36300,
grt,use_met3,0.139,
synth,yosys_cells,3539,
cells_and_area,regMostFlops,core,
clocking,cts_made_buffers,204,
grt,gr-usage-all-layers,0.208,
clocking,cts_root_buffer,clkbuf_16,
sta,hold_viol_final,0,
clocking,cts_sinks,2048,
clocking,post_cts_buffers,0,
synth,syn_avg_cell_area,22.1,sq um
cells_and_area,syn2layout_area_growth,12.9,%
detailed_routing,drcViolationCount,0,
cells_and_area,reg_top3,core x2048,
detailed_routing,drt-initial-drc-count,2463,
floorplan,chipArea,198000,sq um
-- power breakdown --
part	switching, uW	internal, uW
Sequential	2.09	5410
Clock	1780	2350
Combinational	292	155
-- how the worst max path moves through the flow --
stage | slack [ns] | endpoint | depth (start not counted) | startpoint
CTS | 5.29 | DataOut[7] | 10 | DataAddress[0]
global route | 5.19 | DataOut[5] | 11 | DataAddress[0]
finish | 5.53 | DataOut[7] | 10 | DataAddress[0]
-- Yosys cell counts --
library cell	number	area, sq um
and2_1	3	18.8
nor2b_1	7	43.8
o41ai_1	32	280
nor2_1	232	871
a21oi_1	128	641
nor3_1	30	150
a22oi_1	256	1920
buf_6	16	180
buf_1	19	71.3
nand2b_1	6	37.5
buf_2	36	180
mux4_2	512	11500
nand3_1	13	65.1
edfxtp_1	2048	61500
nand4_1	8	50.1
or3_1	1	6.26
buf_4	16	120
inv_1	1	3.75
nand2_1	28	105
clkbuf_1	145	544
or2_2	2	12.5
-- per-stage QoR --
stage / instances / hold WS (ns) / setup WS (ns)
2_1_floorplan: 3539 / 3.60 / 8.76
3_3_place_gp: 6109 / 3.93 / 5.27
3_5_place_dp: 6109 / 3.94 / 5.24
4_1_cts: 6477 / 3.06 / 5.29
5_1_grt: 6479 / 3.09 / 5.19
6_report: 6481 / 3.11 / 5.53
-- cells by family (layout without fill, tap and decap cells) --
group	count (synthesis)	count (layout)	synth area share
compound gates	416	416	0.0363
buf+inv	233	547	0.0140
flops	2048	2048	0.785
mux	512	512	0.147
other cells	0	4	0
simple gates	330	330	0.0174
-- area by class of cell --
type | count | area [sq um]
fill | 15900 | 106000
sequential | 2048 | 61500
multi-input combinational | 1258 | 15800
clock buffer | 256 | 5390
tap | 2624 | 3280
timing repair buffer | 178 | 1510
clock inverter | 112 | 931
antenna | 4 | 10.0
inverter | 1 | 3.75
-- metal layers --
layer | wire length (um) | vias up
met1 | 62000 | 18600
met5 | 87 | -
met3 | 27900 | 286
li1 | - | 15400
met4 | 4850 | 4
met2 | 88100 | 1993
Power is estimated from default activity; no workload was simulated.
